==> /design/flow/design.v <==
module memory_arbiter(
		clock,
		reset,
		if_mem_req_addr,
		LSQ_mem_req_addr,
		LSQ_mem_req_value,
		LSQ_mem_read,
		LSQ_tag_in,
		LSQ_valid_in,
		MEM_value_in,
		if_mem_out_value,
		if_stall,
		EX_mem_value,
		EX_tag_out,
		EX_valid_out,
		MEM_address,
		MEM_value_out,
		MEM_command
	);
input clock;
input reset;
input [63:0] if_mem_req_addr;
input [63:0] LSQ_mem_req_addr;
input [63:0] LSQ_mem_req_value;
input        LSQ_mem_read;
input  [4:0] LSQ_tag_in;
input        LSQ_valid_in;
input [63:0] MEM_value_in;
output [63:0] if_mem_out_value;
output        if_stall;
output [63:0] EX_mem_value;
output  [4:0] EX_tag_out;
output        EX_valid_out;
output [63:0] MEM_address;
output [63:0] MEM_value_out;
output  [1:0] MEM_command;
reg LSQ_valid;
reg [4:0] LSQ_tag;
assign MEM_address = (LSQ_valid_in) ? LSQ_mem_req_addr: if_mem_req_addr;
assign MEM_value_out = (LSQ_valid_in) ? LSQ_mem_req_value: 64'h0;
assign MEM_command = (LSQ_mem_read & LSQ_valid_in) ? 2'h1: 2'h2;
assign if_stall = LSQ_valid_in;
assign EX_mem_value = MEM_value_in;
assign if_mem_out_value = MEM_value_in;
assign EX_valid_out = LSQ_valid;
assign EX_tag_out = LSQ_tag;
always @(posedge clock) begin
	if(reset) begin
		LSQ_valid <= #1 1'b0;
		LSQ_tag <= #1 5'h0;
	end
	else begin
		LSQ_valid <= #1 LSQ_valid_in;
		LSQ_tag <= #1 LSQ_tag_in;
	end
end
endmodule
==> /design/flow/run.sh <==
#!/bin/bash
# OpenROAD 26Q1-2900-gdf79404cd8, Yosys 0.63+post, stock flow scripts
make -C /OpenROAD-flow-scripts/flow DESIGN_CONFIG=/design/flow/config.mk WORK_HOME=/design/flow/orfs finish
==> /design/flow/config.mk <==
export PLATFORM = sky130hd
export DESIGN_NAME = memory_arbiter
export DESIGN_NICKNAME = memory_arbiter
export VERILOG_FILES = /design/flow/design.v
export SDC_FILE = /design/flow/constraint.sdc
export NUM_CORES = 4
export LEC_CHECK = 1
export CORE_AREA = 10 10 209 209
export DIE_AREA = 0 0 219 219
==> /design/flow/constraint.sdc <==
current_design memory_arbiter

set clk_period 1.0
set clk_io_pct 0.2

create_clock -name clk0 -period $clk_period [get_ports {clock}]

set non_clock_inputs [all_inputs -no_clocks]
set_input_delay [expr $clk_period * $clk_io_pct] -clock clk0 $non_clock_inputs
set_output_delay [expr $clk_period * $clk_io_pct] -clock clk0 [all_outputs]
==> reports/metrics.csv <==
stage,metric,value,unit
clock_network,cts_buffer_depth,2,
die,dieArea,48000,µm²
critical_path,critPathSlowestCell,mux2_4,
logic_synthesis,yosys-stat-cells,286,
worst_hold_path,hp-class,in -> out,
logic_synthesis,ys_seq_frac,0.0492,
place,routabilityCongestion,0.825,
die,die.size.x,219,µm
logic_synthesis,yosys_warnings,1,
clock_network,clock_sink_count,6,
critical_path,critPathRequiredTime,0.80,ns
layout,final_area,6710,µm²
outcome,status,finished with violations,
final_timing,worstMarginPinSlew,0.232,ns
layout,syn_to_final_growth,175,%
final_timing,fin_crit_sh,1.42,
global_routing,track_usage,0.0617,
place,io_buffer_count,337,
layout,post-route-util,0.172,
critical_path,cp_max_fo,4,
logic_synthesis,synth_area,2440,µm²
detailed_routing,num_vias,2909,
detailed_routing,ant_nets,0,
final_timing,fin_crit,1.42,ns
final_timing,slew_headroom,0.845,
die,core_area,38900,µm²
flow_run,drv_cap,0,
detailed_routing,drc,0,
logic_synthesis,synthCells,286,
critical_path,endpoint_kind,output port,
final_timing,report.final.hold_viol_count,0,
place,placed_cell_area,5590,µm²
die,std_cell_rows,72,
final_timing,drv_slew,0,
layout,final_common_cell,clkdlybuf4s50_1,
final_timing,setup_ws,-0.424,ns
logic_synthesis,synth_cell_types,10,
final_timing,grt_setup_unrepaired,true,
critical_path,critical_path_depth,7,
layout,n_fill_cell,4257,
final_timing,final-setup-viol-count,131,
worst_hold_path,hold_path_depth,0,
detailed_routing,via_per_inst,2.70,
critical_path,critPathArrivalTime,1.22,ns
place,dp_hpwl,13000,µm
global_routing,grt_max_degree,9,
critical_path,worst_path_largest_cell_delay,0.29,ns
global_routing,antenna_found_initial,0,
critical_path,crit_family,buffers and inverters,
critical_path,crit_chain,"buf_16, buf_12, buf_16, buf_8, buf_6, mux2_4, buf_6",
global_routing,grt_pass1_wl,22300,µm
critical_path,worstSetupStartpointType,primary input,
logic_synthesis,syn_area_per_cell,8.54,µm²
detailed_routing,wl_per_cell,15.5,µm
outcome,failed_checks,setup timing,
logic_synthesis,ys.flops,6,
flow_run,warnings,28,
pwr,power_density,513,nW/µm²
layout,instances_no_fill,1079,
layout,drive_gt1_frac,0.608,
final_timing,fmax,0.702,GHz
detailed_routing,finalWirelength,16700,µm
clock_network,cts_htree_levels,1,
clock_network,cts_made_buffers,3,
place,dp_cells,1018,
detailed_routing,antennaDiodeCount,0,
clock_network,root_buffer,clkbuf_16,
detailed_routing,first_pass_iters,6,
detailed_routing,drt-initial-drc-count,76,
clock_network,cts_tree,done,
worst_hold_path,min_to,EX_mem_value[20],
worst_hold_path,min-delay-start,MEM_value_in[20],
logic_synthesis,yosys_area,2440,µm²
global_routing,grt_pass1_vias,3432,
die,io_pins,530,
die,die_y,219,µm
critical_path,criticalPathCategory,in -> out,
critical_path,critical_path_buf_inv_count,6,
global_routing,grt-ovfl-total,0,
pwr,peakVddDrop,375,µV
layout,mostFrequentLayoutCells,"clkdlybuf4s50_1, buf_6, and2_4, mux2_4, buf_2",
pwr,p_leak,3.03,nW
die,fp-utilization,0.0628,
-- per-stage QoR --
stage / setup WS [ns] / hold WS (ns) / setup TNS [ns] / total power [mW]
3_3_place_gp: -0.639 / 0.400 / -69.31 / 2.29
5_1_grt: -0.445 / 0.400 / -36.08 / 3.63
3_5_place_dp: -0.658 / 0.400 / -69.53 / 2.29
2_1_floorplan: -0.0473 / 0.272 / -1.06 / 0.955
6_report: -0.424 / 0.400 / -33.24 / 3.44
4_1_cts: -0.432 / 0.400 / -36.19 / 3.25
-- kinds of logic after synthesis --
kind of cell           Yosys count  synth area share
buffers and inverters          144             0.437
DFF                              6            0.0492
muxes                           64             0.330
and+or+nand+nor                 72             0.183
-- power breakdown --
| part | internal (mW) | total, mW | switching [mW] |
|---|---|---|---|
| Sequential | 0.254 | 0.257 | 0.00294 |
| Combinational | 1.94 | 2.55 | 0.610 |
| Clock | 0.512 | 0.634 | 0.122 |
| Total | 2.71 | 3.44 | 0.735 |
-- cell usage after synthesis (all sizes together) --
| master | number | area share |
|---|---|---|
| nand2 | 1 | 0.0015 |
| and2 | 65 | 0.17 |
| buf | 138 | 0.43 |
| dfxtp | 6 | 0.049 |
| mux2 | 64 | 0.33 |
| nor2b | 6 | 0.015 |
| clkbuf | 6 | 0.0092 |
-- sequential cells by signal, summed over array words and instances, names as in the netlist --
name       count
LSQ_tag        5
LSQ_valid      1
-- how the worst max path moves through the flow --
stage | start | end | slack, ns
4_1_cts | LSQ_valid_in | MEM_address[40] | -0.43
5_1_grt | LSQ_valid_in | MEM_address[40] | -0.44
6_report | LSQ_valid_in | MEM_address[40] | -0.42
-- layout make-up --
| type | count | area, µm² | area share |
|---|---|---|---|
| sequential | 6 | 120 | 0.0179 |
| tap | 518 | 648 | 0.0966 |
| multi-input combinational | 136 | 1520 | 0.227 |
| clock buffer | 3 | 75.1 | 0.0112 |
| timing repair buffer | 416 | 4340 | 0.647 |
-- routing by layer --
metal	track usage	wire length [µm]	vias up
met3	0.0399	2690	32
met4	0.0122	344	0
met1	0.0670	6150	1221
li1	-	-	1337
met5	0	0	-
met2	0.0997	7550	319
-- repair_timing --
item	4_1_cts	5_1_grt
gates cloned	9	0
gates resized	602	104
hold buffers	0	0
pin swaps	22	17
buffers inserted	45	13
endpoints found under the hold margin	0	0
setup endpoints to repair	137	131
No activity file was given, so power comes from the tool's default toggle rates.
